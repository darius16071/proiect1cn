===== flow/config.mk =====
export PLATFORM = sky130hd
export DESIGN_NAME = BoothRadix2Multiplier
export DESIGN_NICKNAME = BoothRadix2Multiplier
export VERILOG_FILES = /design/flow/design.v
export SDC_FILE = /design/flow/constraint.sdc
export NUM_CORES = 4
export LEC_CHECK = 1
export CORE_UTILIZATION = 30

===== flow/constraint.sdc =====
current_design BoothRadix2Multiplier

set clk_period 4.1
set clk_io_pct 0.2

create_clock -name clk0 -period $clk_period [get_ports {clk}]

set non_clock_inputs [all_inputs -no_clocks]
set_input_delay [expr $clk_period * $clk_io_pct] -clock clk0 $non_clock_inputs
set_output_delay [expr $clk_period * $clk_io_pct] -clock clk0 [all_outputs]

===== flow/design.v =====
module BoothRadix2Multiplier(
    input clk,
    input rst,          
    input [7:0] Q_in,   
    input [7:0] M_in,   
    output [15:0] Product_out  
);
    reg [8:0] next_A_reg_d;
    reg [8:0] next_Q_temp_d;
    reg [8:0] next_M_reg_d;
    reg [3:0] next_count_d;
    reg [15:0] next_Product_out_d;
    reg next_done_flag_d;
    wire [8:0] A_reg_q;
    wire [8:0] Q_temp_q;
    wire [8:0] M_reg_q;
    wire [3:0] count_q;
    wire done_flag_q;
    wire add_M_w, sub_M_w;
    wire en_Product_out;
    reg initial_load_cycle_q;
    reg next_initial_load_cycle_d;
    always @(posedge clk or negedge rst) begin
        if (!rst) begin
            initial_load_cycle_q <= 1'b1;  
        end else begin
            initial_load_cycle_q <= next_initial_load_cycle_d;  
        end
    end
    register #(.WIDTH(9)) reg_A (
        .clk(clk), .rst(rst), .en(1'b1), .d(next_A_reg_d), .q(A_reg_q)
    );
    register #(.WIDTH(9)) reg_Q (
        .clk(clk), .rst(rst), .en(1'b1), .d(next_Q_temp_d), .q(Q_temp_q)
    );
    register #(.WIDTH(9)) reg_M (
        .clk(clk), .rst(rst), .en(1'b1), .d(next_M_reg_d), .q(M_reg_q)
    );
    register #(.WIDTH(4)) reg_count (
        .clk(clk), .rst(rst), .en(1'b1), .d(next_count_d), .q(count_q)
    );
    register #(.WIDTH(1)) reg_done_flag (
        .clk(clk), .rst(rst), .en(1'b1), .d(next_done_flag_d), .q(done_flag_q)
    );
    assign en_Product_out = ((count_q == 7) && !done_flag_q && !initial_load_cycle_q) || !rst;
    register #(.WIDTH(16)) reg_Product_out (
        .clk(clk), .rst(rst), .en(en_Product_out),
        .d(next_Product_out_d), .q(Product_out)
    );
    control_unit_radix2 ctrl_unit (
      .q_pair(Q_temp_q[1:0]), 
      .is_done(done_flag_q || initial_load_cycle_q),  
      .add_M(add_M_w),
      .sub_M(sub_M_w)
    );
    reg [8:0] A_after_op;
    always @(*) begin
        next_A_reg_d = A_reg_q;
        next_Q_temp_d = Q_temp_q;
        next_M_reg_d = M_reg_q; 
        next_count_d = count_q;
        next_Product_out_d = Product_out; 
        next_done_flag_d = done_flag_q;
        A_after_op = A_reg_q;  
        next_initial_load_cycle_d = initial_load_cycle_q;  
        if (!rst) begin 
            next_A_reg_d = 9'b0;
            next_Q_temp_d = {Q_in, 1'b0};  
            next_M_reg_d = {M_in[7], M_in};  
            next_count_d = 4'b0;
            next_Product_out_d = 16'b0;
            next_done_flag_d = 1'b0;
            next_initial_load_cycle_d = 1'b1;  
        end else begin  
            next_initial_load_cycle_d = 1'b0;  
            if (initial_load_cycle_q) begin  
                next_A_reg_d = 9'b0;
                next_Q_temp_d = {Q_in, 1'b0};  
                next_M_reg_d = {M_in[7], M_in};  
                next_count_d = 4'b0;           
                next_done_flag_d = 1'b0;       
            end else if (!done_flag_q) begin  
                if (add_M_w) begin
                    A_after_op = A_reg_q + M_reg_q;
                end else if (sub_M_w) begin
                    A_after_op = A_reg_q - M_reg_q; 
                end
                next_A_reg_d  = {A_after_op[8], A_after_op[8:1]};
                next_Q_temp_d = {A_after_op[0], Q_temp_q[8:1]};
                next_count_d  = count_q + 1;
                if (count_q == 7) begin 
                    next_done_flag_d = 1'b1; 
                    next_Product_out_d = {next_A_reg_d[7:0], next_Q_temp_d[8:1]};
                end
            end else begin  
                next_A_reg_d = A_reg_q;    
                next_Q_temp_d = Q_temp_q;  
                next_count_d = count_q;  
                next_done_flag_d = 1'b1;  
            end
        end
    end
endmodule
module control_unit_radix2(
  input [1:0] q_pair,      
  input       is_done,     
  output reg  add_M,       
  output reg  sub_M        
);
  always @ (*) begin
    add_M = 1'b0;
    sub_M = 1'b0;
    if (!is_done) begin  
      case (q_pair)
        2'b00: ;  
        2'b01: add_M = 1'b1;  
        2'b10: sub_M = 1'b1;  
        2'b11: ;  
        default: ;  
      endcase
    end
  end
endmodule
module register #(
    parameter WIDTH = 8  
) (
    input                   clk,
    input                   rst,  
    input                   en,
    input      [WIDTH-1:0]  d,
    output reg [WIDTH-1:0]  q
);
    always @(posedge clk or negedge rst) begin
        if (!rst) begin  
            q <= {WIDTH{1'b0}};  
        end else if (en) begin  
            q <= d;
        end
    end
endmodule

===== flow/run.sh =====
#!/bin/bash
# OpenROAD 26Q1-2900-gdf79404cd8, Yosys 0.63+post, stock flow scripts
make -C /OpenROAD-flow-scripts/flow DESIGN_CONFIG=/design/flow/config.mk WORK_HOME=/design/flow/orfs finish

==> flow_metrics.env <==
# flow metrics
export IMPL_path_class="register to register"
export IMPL_ys_seq_share=0.420
export IMPL_p_seq_frac=0.497
export IMPL_worstPathBufferInverterCount=0
export IMPL_fin_util=0.375
export IMPL_ant_nets=0
export IMPL_cts_hold_buf=0
export IMPL_core_sq_mm=0.00889
export IMPL_path_max_fanout=13
export IMPL_worstSkewPairLatency_ns=0.29
export IMPL_area_delta_synth_final_pct=18.9
export IMPL_routedWlPerCell_microns=14.7
export IMPL_edf_count=0
export IMPL_cts_tree="built"
export IMPL_power_internal_mw=0.737
export IMPL_fin_tns_setup_ns=0
export IMPL_grt_use_met3=0.0195
export IMPL_syn_area_per_cell_sq_um=9.47
export IMPL_drv_cap=0
export IMPL_viasPerCell=5.09
export IMPL_grtUsageMet2=0.227
export IMPL_num_antenna_cells=0
export IMPL_drive_gt1_frac=0.0767
export IMPL_clk_pin_slew_ns=0.09
export IMPL_worstMarginPinSlew_ns=0.764
export IMPL_die_size_y_microns=98.7
export IMPL_port_buffers=33
export IMPL_grt_pass1_wl_mm=10.9
export IMPL_finalSetupViolations=0
export IMPL_combPwrFrac=0.173
export IMPL_cts_max_level=2
export IMPL_drt_first_pass_iters=4
export IMPL_fin_crit_ns=2.37
export IMPL_place_ws_ns=1.67
export IMPL_dpl_hpwl_mm=4.63
export IMPL_status="complete, no violations"
export IMPL_path_delay_family="simple AND/OR/NAND/NOR gates"
export IMPL_drt_iter0_drc=74
export IMPL_fp_row_count=34
export IMPL_cts_setup_buffers=0
export IMPL_warnings=33
export IMPL_synth_area_sq_mm=0.00280
export IMPL_rsz0062_at_grt="false"
export IMPL_antenna_found_initial=0
export IMPL_numCtsBuffers=5
export IMPL_yosysWarnings=6
export IMPL_p_per_area_mw_per_mm2=303
export IMPL_max_vdd_ir_drop_mv=0.166
export IMPL_grt_max_degree=39
export IMPL_track_usage=0.143
export IMPL_ys_area_sq_mm=0.00280
export IMPL_cts_resized=0
export IMPL_hold_viol=0
export IMPL_ios=34
export IMPL_globalRoute_busiestLayer="met2"
export IMPL_whs_ns=0.445
export IMPL_netlist_instances=296
export IMPL_grt_pass1_vias=2190
export IMPL_cp_required_ns=4.30
export IMPL_grt_util_met1=0.224
export IMPL_ys_types=56
export IMPL_cts_root_buf="clkbuf_8"
export IMPL_setup_ws_ns=1.73
export IMPL_final_common_cell="dfrtp_1"
export IMPL_synth_stat_cells=296
export IMPL_final_cell_mix="dfrtp_1 (46), nand2_1 (38), clkdlybuf4s50_1 (32), o21ai_0 (23), nor2_1 (22)"
export IMPL_floorplan_core_util=0.315
export IMPL_async_flop_share=1.00
export IMPL_dp_cells=426
export IMPL_p_clk_frac=0.330
export IMPL_post_route_period_util=0.577
export IMPL_grt_overflow=0
export IMPL_cp_slowest_stage_delay_ns=0.53
export IMPL_p_sw_mw=0.273
export IMPL_cp_start_kind="register"
export IMPL_endpoint_kind="register"
export IMPL_hp_class="primary input to async pin"
export IMPL_slew_headroom=0.489
export IMPL_vias=2210
export IMPL_clockBufferDepth=2
export IMPL_fmax_ghz=0.422
export IMPL_worst_path_max_delay_cell="ha_1"
export IMPL_synth_top_flop_cell="dfrtp_1"
export IMPL_gp_congestion=0.903
export IMPL_slew_viol_final=0
export IMPL_worstPathArrival_ns=2.57
export IMPL_clock_skew_ns=0.00452
export IMPL_instances_no_fill=434
export IMPL_wl_mm=6.37
export IMPL_drc=0
export IMPL_clock_sinks=47
export IMPL_p_leak_nw=1.45
export IMPL_die_area_sq_mm=0.00973
export IMPL_die_w_microns=98.7
export IMPL_swShare=0.270
export IMPL_ys_flops=47
export IMPL_cp_cell_sequence="ha_1 > nor3b_1 > nor3_1 > a21oi_1 > nor4_1 > o22ai_1 > o31ai_1"
[area by class of cell]
| class | instances | area [sq um] |
|---|---|---|
| clock buffers | 5 | 68.8 |
| multi-input cells | 218 | 1490 |
| repair buffers | 37 | 355 |
| fillers | 863 | 5560 |
| well taps | 108 | 135 |
| clock inverters | 3 | 43.8 |
| flip-flops and latches | 47 | 1180 |
| inverters | 16 | 60.1 |
[sequential cells by signal, indices dropped and copies added, names as in the netlist]
register and flops:
reg_Product_out.q 16, reg_Q.q 9, reg_A.q 8, reg_M.q 8, reg_count.q 4, initial_load_cycle_q 1, reg_done_flag.q 1
[per-stage QoR]
stage          total power, mW  instance area (sq um)
6_report                  1.01                   3330
2_1_floorplan            0.627                   2800
5_1_grt                   1.07                   3330
4_1_cts                   1.03                   3330
3_3_place_gp             0.684                   3220
3_5_place_dp             0.687                   3220
[logic make-up after synthesis]
logic type | count (synthesis) | share of synthesized area
fa+ha+maj | 19 | 0.0902
compound gates | 80 | 0.194
xor+xnor | 4 | 0.0125
buf+inv | 31 | 0.0478
flops | 47 | 0.420
simple gates | 103 | 0.193
mux | 12 | 0.0429
[per-layer routing]
| layer | up-vias | wire length [microns] |
|---|---|---|
| li1 | 1116 | - |
| met1 | 1048 | 3190 |
| met2 | 44 | 2910 |
| met3 | 2 | 244 |
| met4 | 0 | 27 |
| met5 | - | 0 |
[synth_stat cells (all sizes together) (2+ instances only)]
library cell / instances / share of area
clkbuf: 10 / 0.013
nand2: 38 / 0.051
a21oi: 19 / 0.034
a22o: 10 / 0.031
o21ai: 23 / 0.041
o21a: 2 / 0.0054
a32o: 3 / 0.011
a221o: 3 / 0.011
nor2b: 4 / 0.0089
fa: 2 / 0.014
nand4: 2 / 0.0045
nand3: 9 / 0.018
nand2b: 4 / 0.0089
nor3b: 2 / 0.0094
dfrtp: 46 / 0.41
nor4: 2 / 0.0045
o211ai: 2 / 0.0054
xnor2: 2 / 0.0063
buf: 5 / 0.013
nor3: 4 / 0.0071
or2: 2 / 0.0045
o31ai: 2 / 0.0054
o221ai: 3 / 0.0094
nand3b: 4 / 0.011
xor2: 2 / 0.0063
mux2i: 12 / 0.043
inv: 16 / 0.021
and2: 2 / 0.0045
ha: 17 / 0.076
or3: 2 / 0.0063
or3b: 2 / 0.0063
nor2: 22 / 0.029
o31a: 2 / 0.0063
[final timing paths]
| check | from | to | slack, ns | depth (start not counted) |
|---|---|---|---|---|
| min in group clk0 | reg_Product_out.q[14]$_DFFE_PN0P_ | reg_Product_out.q[14]$_DFFE_PN0P_ | 0.49 | 2 |
| worst max-delay path | reg_A.q[5]$_DFFE_PN0P_ | reg_Product_out.q[15]$_DFFE_PN0P_ | 1.73 | 7 |
| worst min-delay path | rst | reg_done_flag.q$_DFF_PN0_ | 0.45 | 1 |
| max in group asynchronous | rst | reg_M.q[4]$_DFFE_PN0P_ | 2.88 | 2 |
| worst min register to register | reg_Product_out.q[14]$_DFFE_PN0P_ | reg_Product_out.q[14]$_DFFE_PN0P_ | 0.49 | 2 |
| worst max register to register | reg_A.q[5]$_DFFE_PN0P_ | reg_Product_out.q[15]$_DFFE_PN0P_ | 1.73 | 7 |
[power groups by stage]
stage / combinational, mW / clock [mW] / sequential, mW
finish: 0.175 / 0.333 / 0.502
global route: 0.198 / 0.364 / 0.505
CTS: 0.177 / 0.350 / 0.502
[worst reg2reg max path, cell delays in order, from the launching register on]
cell and delay (ns):
dfrtp_1 0.45, ha_1 0.53, nor3b_1 0.12, nor3_1 0.42
a21oi_1 0.18, nor4_1 0.21, o22ai_1 0.14, o31ai_1 0.22
Power figures rest on the tool's default switching activity, not on a simulated workload.
