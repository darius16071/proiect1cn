--- design.v ---
module srt_radix2_divider_8bit (
    input  wire       clk,
    input  wire       reset,           
    input  wire       start,           
    input  wire [7:0] dividend,        
    input  wire [7:0] divisor,         
    output reg  [7:0] quotient,        
    output reg  [7:0] remainder,       
    output reg        busy,            
    output wire       div_by_zero_flag  
);
    parameter IDLE        = 2'b00;
    parameter INIT        = 2'b01;
    parameter DIVIDING    = 2'b10;
    parameter CORRECTION  = 2'b11;
    reg [1:0] current_state;
    reg [1:0] next_state;
    reg signed [8:0] p_reg;           
    reg [7:0]        b_reg;           
    reg [7:0]        q_temp_reg;      
    reg [3:0]        count;           
    reg internal_div_by_zero_reg;
    wire signed [8:0] b_extended_signed = {1'b0, b_reg};
    reg signed [8:0] p_next_val;      
    reg              q_bit_next_val;  
    wire signed [9:0] p_current_extended_10b;  
    wire signed [9:0] p_doubled_10b;           
    wire signed [9:0] b_for_calc_10b;          
    reg signed [9:0] op_result_10b;
    assign div_by_zero_flag       = internal_div_by_zero_reg;
    assign p_current_extended_10b = p_reg;  
    assign p_doubled_10b          = p_current_extended_10b << 1;  
    assign b_for_calc_10b         = b_extended_signed;  
    always @(posedge clk or posedge reset) begin
        if (reset) begin
            current_state <= IDLE;
        end else begin
            current_state <= next_state;
        end
    end
    always @(*) begin
        next_state = current_state; 
        busy       = (current_state != IDLE);  
        case (current_state)
            IDLE: begin
                if (start) begin
                    if (divisor == 8'b0) begin
                        next_state = IDLE;  
                    end else begin
                        next_state = INIT;  
                    end
                end
            end
            INIT: begin
                next_state = DIVIDING;  
            end
            DIVIDING: begin
                if (count == 4'd1) begin        
                    next_state = CORRECTION;
                end else if (count == 4'd0) begin  
                    next_state = CORRECTION; 
                end else begin
                    next_state = DIVIDING;    
                end
            end
            CORRECTION: begin
                next_state = IDLE;  
            end
            default: begin  
                next_state = IDLE;
            end
        endcase
    end
    always @(*) begin
        op_result_10b  = 10'sb0;  
        p_next_val     = p_reg;       
        q_bit_next_val = 1'b0;       
        if (current_state == DIVIDING && count > 0) begin
            if (p_reg[8] == 0) begin 
                op_result_10b = p_doubled_10b - b_for_calc_10b;
            end else begin 
                op_result_10b = p_doubled_10b + b_for_calc_10b;
            end
            p_next_val = op_result_10b[8:0]; 
            q_bit_next_val = !op_result_10b[9]; 
        end
    end
    always @(posedge clk or posedge reset) begin
        if (reset) begin
            p_reg        <= 9'sb0;  
            b_reg        <= 8'b0;
            q_temp_reg   <= 8'b0;
            count        <= 4'd0;
            quotient     <= 8'b0;
            remainder    <= 8'b0;
            internal_div_by_zero_reg <= 1'b0;
        end else begin
            case (current_state)
                IDLE: begin
                    if (start) begin  
                        if (divisor == 8'b0) begin
                            internal_div_by_zero_reg <= 1'b1;
                            quotient     <= 8'hFF;  
                            remainder    <= 8'hFF;  
                        end else begin
                            internal_div_by_zero_reg <= 1'b0;
                            p_reg        <= {1'b0, dividend};  
                            b_reg        <= divisor;           
                            q_temp_reg   <= 8'b0;             
                            count        <= 4'd8;             
                        end
                    end
                end
                INIT: begin
                end
                DIVIDING: begin
                    if (count > 0) begin  
                        p_reg      <= p_next_val;      
                        q_temp_reg <= {q_temp_reg[6:0], q_bit_next_val};  
                        count      <= count - 1;        
                    end
                end
                CORRECTION: begin
                    if (p_reg[8] == 1) begin  
                        remainder <= p_reg[7:0] + b_reg;  
                    end else begin  
                        remainder <= p_reg[7:0];          
                    end
                    quotient  <= q_temp_reg; 
                end
            endcase
        end
    end
endmodule
--- run.sh ---
#!/bin/bash
# OpenROAD 26Q1-2900-gdf79404cd8, Yosys 0.63+post, stock flow scripts
make -C /OpenROAD-flow-scripts/flow DESIGN_CONFIG=/design/flow/config.mk WORK_HOME=/design/flow/orfs finish
--- config.mk ---
export PLATFORM = sky130hd
export DESIGN_NAME = srt_radix2_divider_8bit
export DESIGN_NICKNAME = srt_radix2_divider_8bit
export VERILOG_FILES = /design/flow/design.v
export SDC_FILE = /design/flow/constraint.sdc
export NUM_CORES = 4
export LEC_CHECK = 1
export CORE_UTILIZATION = 30
--- constraint.sdc ---
current_design srt_radix2_divider_8bit

set clk_period 3.1
set clk_io_pct 0.2

create_clock -name clk0 -period $clk_period [get_ports {clk}]

set non_clock_inputs [all_inputs -no_clocks]
set_input_delay [expr $clk_period * $clk_io_pct] -clock clk0 $non_clock_inputs
set_output_delay [expr $clk_period * $clk_io_pct] -clock clk0 [all_outputs]
==> job_summary.md <==
## PnR job results

| Metric | Value |
|---|---|
| Yosys stat chip area | 0.003120 mm2 |
| Required time at the endpoint of the critical path | 3.35 ns |
| Pwr per Cell Area | 1167 mW/mm2 |
| Class of the most critical setup path | register to register |
| Cell type with the largest total area | dfrtp_1 |
| Sw Share | 44.53% |
| Core Util at FP | 31.49% |
| Max-slew violation count | 0 |
| Post-CTS Hold Fix Bufs | 0 |
| Number of logged tool warnings | 36 |
| Number of storage elements in the synthesis netlist | 48 |
| Count of instantiated cells in the yosys netlist | 353 |
| Reported leakage power | 0.001603 uW |
| Deepest level of the CTS H-tree | 2 |
| Worst path cell trace | ha_1, inv_1, fa_1, nor2b_1, o21a_1, o21ai_0, or3b_2, a41oi_1, o32a_1 |
| Fin cells | 524 |
| Number of failing hold endpoints at the final stage | 0 |
| Die outline width | 104.0 um |
| Combinational group share of total power | 61.1% |
| Placed Cells incl. Taps | 516 |
| Layout overhead on the synthesized area | 21.13% |
| Peak supply drop | 0.3931 mV |
| Overall die height | 104.0 um |
| Max Clock Freq | 403.1 MHz |
| Portion of the post-synthesis area used by sequential elements | 38.49% |
| Critical path's largest stage delay | 0.49 ns |
| TritonCTS clock tree | yes |
| Setup TNS | 0 ns |
| Largest fanout on the critical path | 6 |
| Detailed Place HPWL | 5.798 mm |
| Transition at the pin with the smallest max-transition slack | 0.7029 ns |
| Setup repair after global routing missed its margin | no |
| Most used flip-flop cell | dfrtp_1 |
| Setup crit end kind | register |
| Normalized max-slew margin | 53.14% |
| Number of detailed-route iterations in the first pass | 4 |
| Share of cells above drive strength 1 | 7.417% |
| Via density per instance | 4.899 |
| Final core area utilization | 38.14% |
| Worst-path cell with the longest stage delay | or3b_2 |
| Tot Pwr | 4410 uW |
| Post-synth EDFFs | 0 |
| IO Port Bufs | 36 |
| Post-route clock period utilization | 80.02% |
| Number of antenna violations at the first check in global routing | 0 |
| Max capacitance violation total | 0 |
| Post-CTS setup buffer count | 0 |
| Signal arrival time at the worst endpoint | 2.73 ns |
| GP Congestion | 0.9028 |
| Post-Syn Area | 0.003120 mm2 |
| Setup clock skew after layout | 0.005423 ns |
| Maximum clock insertion buffer count | 2 |
| Run status | finished clean |
| Standard cell core area | 0.009910 mm2 |
| Post-route minimum period | 2.481 ns |
| Max-area cell share | 38.49% |
| Power share of the clock group | 12.5% |
| Clock-pin slew of the registers on the worst-case setup and hold paths | 0.10 ns |
| Remaining design rule violation count | 0 |
| Area of the die | 0.01081 mm2 |
| Switching pwr | 1964 uW |
| Violation count after the first detailed-route iteration | 55 |
| Count of final setup violators | 0 |
| Area contributors post-synth | dfrtp_1, ha_1, o21ai_0 |
| WL per Instance | 14.37 um |
| Placed Instance Area | 0.003642 mm2 |
| Clk sink count | 48 |
| Vias in the first global route | 2,546 |
| Post-synthesis average cell area | 8.840 um2 |
| Cells after Synth | 353 |
| Clock Tree Root | clkbuf_8 |
| Routed via count | 2,567 |
| Final std cell area, no fill | 0.003780 mm2 |
| Async set-reset flop share out of synthesis | 100.0% |
| Row Count | 36 |
| Total routing resource utilization after global routing | 14.88% |
| Number of CTS-inserted buffers | 5 |
| Number of unique standard cell types used by synthesis | 56 |
| Diodes inserted | 0 |
| Critical path launch point type | register |
| Flip-flop count of the largest register, all copies and words added | 9 |
| Number of antenna-violating nets in the routed design | 0 |
| Ports | 37 |
| Path type of the worst min-delay path | register to register |
| Resized cells post-CTS | 0 |
| Cell internal pwr | 2446 uW |
| Warnings, synthesis | 1 |
| Maximum number of pins on one net before global-route repair | 36 |
| Clock latency of the later-clocked register in the worst-skew pair | 0.30 ns |
| Register-to-Register Setup Slack | 0.62 ns |
| Wire length reported by the detailed router | 7.532 mm |
| Wire length of the first global-routing pass | 12.72 mm |
| GR Overflow Total | 0 |
| Sequential cell fraction of total power | 26.3% |
[Yosys cell counts, drive strengths merged (3+ instances only)]
library cell   n
buf            9
dfrtp         48
mux2i          5
nor2b          7
o21ai         32
nor2          34
ha            27
a21o           5
xnor2          8
a31oi         10
fa             3
nand3          3
nand2         36
o31ai         11
nor3b          3
a21oi         25
o21a           3
inv           34
a211oi         4
a221oi         3
clkbuf         7
[stage by stage]
| stage | setup WS (ns) | hold WS [ns] |
|---|---|---|
| 4_1_cts | 0.6043 | 0.4889 |
| 3_5_place_dp | 0.5364 | 0.4658 |
| 2_1_floorplan | 0.8817 | 0.4384 |
| 5_1_grt | 0.4171 | 0.5021 |
| 6_report | 0.6195 | 0.4831 |
| 3_3_place_gp | 0.5629 | 0.4596 |
[layout make-up]
class / instances / area [um2]
timing repair buffer: 46 / 435.4
inverter: 34 / 127.6
tap: 133 / 166.4
fill: 1008 / 6130
sequential: 48 / 1201
clock buffer: 5 / 68.82
clock inverter: 3 / 68.82
multi-input combinational: 255 / 1712
[power by group through the flow]
stage	Combinational, uW	Clock [uW]	Sequential (uW)
global route	3050	584	1210
CTS	2700	565	1160
finish	2700	553	1160
[routing by layer]
layer | wire length, um | track usage [%] | share of wire (%)
met1 | 3859 | 22.55 | 51
met2 | 3363 | 23.90 | 45
met3 | 209 | 1.851 | 2.8
met4 | 99 | 1.837 | 1.3
met5 | 0 | 0 | 0
[worst paths after layout]
kind                          startpoint       endpoint  depth (start not counted)
min reg2reg                q_temp_reg[3]  q_temp_reg[3]                          2
min in group asynchronous          reset   remainder[0]                          2
max in group asynchronous          reset       count[2]                          3
max reg2reg                     p_reg[0]   remainder[6]                          9
max                             p_reg[0]   remainder[6]                          9
min                        q_temp_reg[3]  q_temp_reg[3]                          2
[worst max-delay path, delay by kind of cell (launching register included)]
family | cells | cell delay [ns]
simple gates | 2 | 0.63
flops | 1 | 0.46
buf+inv | 1 | 0.06
fa+ha+maj | 2 | 0.58
compound gates | 4 | 0.70
[cells in the final DEF (no fill, tap or decap), types with 8 or more instances in the layout]
cell	n
a31oi_1	10
a21oi_1	25
o31ai_1	11
o21ai_0	30
buf_4	10
xnor2_1	8
nor2_1	34
nand2_1	35
ha_1	27
inv_1	33
dfrtp_1	48
clkdlybuf4s50_1	36
[logic make-up (layout without fill, tap and decap cells)]
logic type      count (synthesis)  after routing  synth area share [%]
compound gates                110            110                 22.49
simple gates                   98             98                 14.35
buf+inv                        50             88                 6.776
flops                          48             48                 38.49
fa+ha+maj                      30             30                 12.75
xor+xnor                       10             10                 2.807
mux                             7              7                 2.326
Power and IR drop assume default switching activity.
